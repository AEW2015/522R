==> flow/design.v <==
package uart_pkg;
    function integer clog2;
    input integer value;
    begin
    value = value-1;
    for (clog2=0; value>0; clog2=clog2+1)
    value = value>>1;
    end
    endfunction
    parameter CLK_RATE   = 100_000_000;
    parameter BAUD_RATE  = 19200;
endpackage
package uart_pkg;
    function integer clog2;
    input integer value;
    begin
    value = value-1;
    for (clog2=0; value>0; clog2=clog2+1)
    value = value>>1;
    end
    endfunction
    parameter CLK_RATE   = 100_000_000;
    parameter BAUD_RATE  = 19200;
endpackage
`timescale 1ns / 1ps
module transmitter_core(
    input clk,
    input rst_n,
    input send_data,
    input [7:0] data_tx,
    output tx,
    output reg tx_busy
    );
        function integer clog2;
    input integer value;
    begin
    value = value-1;
    for (clog2=0; value>0; clog2=clog2+1)
    value = value>>1;
    end
    endfunction
    parameter CLK_RATE   = 100_000_000;
    parameter BAUD_RATE  = 19200;
    localparam BIT_COUNTER_MAX_VAL = CLK_RATE/BAUD_RATE - 1;
    localparam BIT_COUNTER_BITS = clog2(BIT_COUNTER_MAX_VAL);
    parameter IDLE     = 3'b000;    
    parameter STRT     = 3'b001;    
    parameter DATASEND = 3'b010;    
    parameter PARITY   = 3'b011;    
    parameter STP      = 3'b100;
    reg [2:0] state,state_next;
    reg [BIT_COUNTER_BITS-1:0] bit_timer;
    wire [BIT_COUNTER_BITS-1:0] bit_timer_next;
    reg [7:0] data;
    wire [7:0] data_next;
    reg [2:0] dtime,dtime_next;
    wire pulse;
    reg tx_reg;
    wire tx_reg_next;
    reg parity_reg;
    reg parity_reg_next;
    reg shift,load,stop,start,clrTimer,parity_bit;
    wire shift_out;
   always @ (posedge clk, negedge rst_n)
    begin
        if (rst_n==1'b0) 
        begin
            state <= IDLE;
            data <= 0;
            dtime <= 0;
            bit_timer <= 0;
            tx_reg   <= 1'b1;
            parity_reg   <= 1'b0;
        end
        else if (clk==1'b1) 
        begin
            state <=state_next;
            data <= data_next;
            dtime <= dtime_next;
            bit_timer <= bit_timer_next;
            tx_reg <= tx_reg_next;
            parity_reg <= parity_reg_next;
        end
    end 
    always @ (send_data,state,pulse,dtime,parity_reg,data)
    begin
        shift = 0;
        load = 0;
        stop = 0;
        parity_bit = 0;
        start = 0;
        clrTimer = 0;
        tx_busy = 1'b1;
        parity_reg_next = parity_reg;
        dtime_next = dtime;
        state_next = state;
        case (state)
            IDLE: begin            
                tx_busy = 0;
                stop = 1'b1;
                clrTimer = 1'b1;
                if ( send_data == 1'b1)
                begin
                    load = 1'b1;
                    state_next = STRT;
                    parity_reg_next = 1'b1;
                end
            end
            STRT : begin
                start = 1;
                if (pulse == 1'b1)
                    state_next = DATASEND;
            end
            DATASEND : begin
                if (pulse == 1'b1)
                begin
                    shift = 1'b1;
                    parity_reg_next = parity_reg ^ data[0];
                    if (dtime == 3'b111)
                    begin
                        dtime_next = 0;
                        state_next = PARITY;
                    end
                    else
                        dtime_next = dtime + 1;
                end
            end            
            PARITY: begin
                    parity_bit = 1'b1;
                    if (pulse == 1'b1)
                        state_next = STP;
            end
            STP: begin
                stop = 1'b1;
                if (pulse == 1'b1)
                    state_next = IDLE;
            end
        endcase
    end
assign bit_timer_next = (clrTimer==1'b1) ? 0 : (bit_timer == BIT_COUNTER_MAX_VAL) ? 0 : (bit_timer + 1);
assign pulse = (bit_timer == BIT_COUNTER_MAX_VAL) ? 1'b1 : 0;
assign data_next = (load == 1'b1) ? data_tx : (shift == 1'b1) ? {1'b0,data[7:1]} : data;
assign shift_out = data[0];
assign tx_reg_next = (stop==1'b1) ? 1'b1 : (start==1'b1) ? 1'b0 : (parity_bit == 1'b1) ? parity_reg : shift_out;
assign tx = tx_reg;
endmodule
==> flow/run.sh <==
#!/bin/bash
# OpenROAD 26Q1-2900-gdf79404cd8, Yosys 0.63+post, stock flow scripts
make -C /OpenROAD-flow-scripts/flow DESIGN_CONFIG=/design/flow/config.mk WORK_HOME=/design/flow/orfs finish
==> flow/config.mk <==
export PLATFORM = sky130hd
export DESIGN_NAME = transmitter_core
export DESIGN_NICKNAME = transmitter_core
export VERILOG_FILES = /design/flow/design.v
export SDC_FILE = /design/flow/constraint.sdc
export NUM_CORES = 4
export LEC_CHECK = 1
export CORE_AREA = 10 10 101 101
export DIE_AREA = 0 0 111 111
==> flow/constraint.sdc <==
current_design transmitter_core

set clk_period 4.2
set clk_io_pct 0.2

create_clock -name clk0 -period $clk_period [get_ports {clk}]

set non_clock_inputs [all_inputs -no_clocks]
set_input_delay [expr $clk_period * $clk_io_pct] -clock clk0 $non_clock_inputs
set_output_delay [expr $clk_period * $clk_io_pct] -clock clk0 [all_outputs]
==> impl_results.rst <==
Flow metrics
------------

.. list-table::
   :header-rows: 1

   * - Metric
     - Value
   * - Placed instance count
     - around 250
   * - Slew at the pin closest to its max-slew limit
     - 663 ps
   * - Share of the cycle needed by the critical path after routing
     - 0.538
   * - Tally of max-capacitance violations
     - 0
   * - Finished layout cell area
     - roughly 0.0018 mm²
   * - Number of logged tool warnings
     - 25
   * - Data required time at the worst endpoint
     - around 3400 ps
   * - Slowest CP cell
     - dfstp_2
   * - Number of warnings printed during yosys synthesis
     - 1
   * - Clock Skew
     - about 8.3 ps
   * - Number of cell instances after yosys synthesis
     - between 100 and 150
   * - HPWL after detailed placement
     - approximately 1.9 mm
   * - Placement Rows
     - 33
   * - Power Total
     - ~800 µW
   * - Number of pins exceeding their max-slew limit in the final report
     - 0
   * - Pleak
     - 0.000798 µW
   * - Data arrival time of the critical path
     - about 1400 ps
   * - Worst flop-to-flop path endpoint
     - dtime[2]
   * - Root buffer cell
     - clkbuf_8
   * - Number of cells on the worst reg-to-reg path
     - 3
   * - Clock insertion delay at the later pin of the skew report
     - ~280 ps
   * - Kind of capture point of the worst setup path
     - primary output
   * - Run status
     - complete, no violations
   * - Fp util
     - 0.183
   * - Unique cell types
     - 35
   * - Horizontal die dimension
     - ~110 µm
   * - Hold path start
     - bit_timer[0]
   * - Final setup TNS
     - 0 ps
   * - DRC viols
     - 0
   * - Setup violations, final
     - 0
   * - Tightest slew margin relative to the limit
     - 0.556
   * - Ordered cell list for the critical path
     - inv_1, clkdlybuf4s50_1
   * - Total Wirelength
     - roughly 2.7 mm
   * - Type of the worst setup path
     - reg2out
   * - Maximum buffer depth of the clock tree
     - 2
   * - Top-level port count
     - 13
   * - First-pass iteration count of the detailed router
     - 3
   * - Largest fanout of any net on the critical path
     - 9
   * - Startpoint class of the critical path
     - flop
   * - First-pass GRT wire length
     - 5.04 mm
   * - Dominant flop cell
     - dfrtp_1
   * - Number of global-route vias before repair
     - roughly 1100
   * - Worst hold path cell count
     - 1
   * - Remaining global-route overflow
     - 0
   * - Height of the die
     - 111 µm
   * - Post-Syn Area
     - about 0.0015 mm²
   * - Drt first-iter violations
     - 32
   * - Number of H-tree branching levels
     - 2
   * - Setup repair after global routing missed its margin
     - no
   * - Final period demand of the worst path
     - 2260 ps
   * - Post-Synthesis Mean Instance Area
     - between 10 and 15 µm²
   * - Antenna violations before repair
     - 0
   * - Number of flip-flops and latches in the synthesized netlist
     - 31
   * - Worst IR drop on VDD
     - approximately 0.00012 V
   * - Hold crit path type
     - reg2reg
   * - Power density over cell area
     - about 430 mW/mm²
   * - Placeable core region
     - a little over 0.008 mm²
   * - Tally of filler cells in the layout
     - ~840
   * - Largest register by flop count
     - bit_timer
   * - Post-layout util
     - 0.223
   * - Cell area after placement
     - 0.00171 mm²
   * - Sinks on Clock Net
     - 31
   * - Number of endpoints with negative hold slack in the final report
     - 0
   * - CTS hold repair buffers
     - 0
   * - Layout cells sized above 1
     - 0.129
   * - Achievable frequency
     - 443 MHz
   * - GRT Overall Usage
     - 0.0468
   * - Cell resize tally after clock tree synthesis
     - 0
   * - Die Size
     - 0.0123 mm²
   * - Hold worst-path end
     - bit_timer[0]
   * - Routed vias
     - 1042
   * - Number of buffers created by CTS
     - 5
   * - Area of the synthesized netlist per yosys stat
     - 0.00149 mm²
   * - Area growth from synthesis to layout
     - 22.0%
   * - Pin count of the biggest net entering global routing
     - 32
   * - Combinational gate area
     - 653 µm²
   * - Routability congestion estimate
     - ~0.76
   * - Number of synthesized flops with an enable pin
     - 0
   * - Setup slack on the worst flop-to-flop path
     - 2150 ps
   * - Clock tree from TritonCTS
     - built
   * - Final std cells w/o fill
     - roughly 260
   * - Flip-flop and latch area
     - between 700 and 800 µm²
   * - Detailed-route wire length per cell
     - 10.5 µm
   * - Clock-pin slew reported for the worst setup and hold paths after clock tree synthesis
     - ~60 ps
   * - Max incr delay on CP
     - a little over 600 ps
   * - Regs by FF count
     - bit_timer (13), data (8), state (4)
   * - Launch instance of the worst register-to-register path
     - bit_timer[5]
   * - Post-DR vias/cell
     - ~4
   * - Total of buffers placed on input and output ports
     - 12
   * - Number of diodes
     - 0
   * - Part of the Yosys area used for sequential elements
     - 0.524
   * - Cells after Synth
     - 139
   * - Number of nets still failing antenna checks after routing
     - 0
   * - Asr flop ratio synth
     - 1.00
   * - Max reg flops
     - 13
   * - Buffers inserted during post-CTS setup optimization
     - 0
-- cells in the mapped netlist, types with 2 or more instances --
| cell type | number | area [µm²] |
|---|---|---|
| a21oi_1 | 8 | 40.0 |
| and4_1 | 3 | 26.3 |
| buf_6 | 2 | 22.5 |
| dfrtp_1 | 29 | 726 |
| dfstp_2 | 2 | 52.6 |
| ha_1 | 3 | 37.5 |
| inv_1 | 4 | 15.0 |
| mux2_2 | 3 | 33.8 |
| mux2i_1 | 8 | 80.1 |
| nand2_1 | 7 | 26.3 |
| nand3_1 | 10 | 50.1 |
| nand3b_1 | 2 | 15.0 |
| nand4_1 | 5 | 31.3 |
| nor2_1 | 19 | 71.3 |
| o21ai_0 | 6 | 30.0 |
| or2_2 | 2 | 12.5 |
| or3_1 | 2 | 12.5 |
| xor2_1 | 7 | 61.3 |
-- per-layer routing --
layer	vias up	GRT usage	part of all wire
li1	521	-	-
met1	505	0.0609	0.47
met2	11	0.0731	0.45
met3	5	0.0153	0.046
met4	0	0.0122	0.034
met5	-	0	0
-- cells by family (layout without fill, tap and decap cells) --
| kind of cell | count (synthesis) | in the layout | share of synthesized area |
|---|---|---|---|
| AND/OR/NAND/NOR | 58 | 58 | 0.216 |
| flip-flops | 31 | 31 | 0.524 |
| AND-OR/OR-AND | 19 | 19 | 0.0750 |
| multiplexers | 11 | 11 | 0.0767 |
| buffers and inverters | 9 | 25 | 0.0362 |
| XOR/XNOR | 8 | 8 | 0.0472 |
| adder cells (fa/ha/maj) | 3 | 3 | 0.0253 |
-- critical path, delay by kind of cell, from the launching register on --
kind / cells / cell delay (ps)
buffers and inverters: 2 / 510
DFF: 1 / 620
-- where the power goes --
part           internal [µW]  leakage [µW]  switching, µW
registers                342      0.000378           51.7
logic                   55.6      0.000368           49.9
clock network            177     0.0000524            106
total                    574      0.000798            207
-- how the worst max path moves through the flow --
stage     startpoint  endpoint  cells after the start
5_1_grt     state[0]   tx_busy                      2
6_report    state[0]   tx_busy                      2
4_1_cts     state[0]   tx_busy                      2
-- through the flow --
stage,hold WS (ps),setup WS (ps)
after floorplan,425,2570
after global placement,470,2120
after detailed placement,475,2090
after CTS,489,1920
after global routing,500,1860
final,483,1940
-- cells in the final DEF, fill, tap and decap left out, drive strengths merged, types with 2 or more instances in the layout --
cell type | netlist | layout
mux2 | 3 | 3
xor2 | 7 | 7
nand3b | 2 | 2
a21oi | 9 | 9
nand2 | 7 | 7
or2 | 3 | 3
mux2i | 8 | 8
nor2 | 19 | 19
nand4 | 5 | 5
inv | 4 | 4
clkbuf | 1 | 7
nand3 | 10 | 10
o21ai | 6 | 6
dfstp | 2 | 2
dfrtp | 29 | 29
or3 | 2 | 2
and4 | 3 | 3
clkdlybuf4s50 | 0 | 12
ha | 3 | 3
-- final cells by class --
| class | instances | area share |
|---|---|---|
| sequential | 31 | 0.430 |
| clock buffer | 7 | 0.0421 |
| timing repair buffer | 13 | 0.0704 |
| multi-input combinational | 99 | 0.360 |
| tap | 105 | 0.0725 |
| clock inverter | 1 | 0.0166 |
| inverter | 4 | 0.00829 |
Power and IR drop assume default switching activity.
