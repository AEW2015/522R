[./design.v]
package uart_pkg;
    function integer clog2;
    input integer value;
    begin
    value = value-1;
    for (clog2=0; value>0; clog2=clog2+1)
    value = value>>1;
    end
    endfunction
    parameter CLK_RATE   = 100_000_000;
    parameter BAUD_RATE  = 19200;
endpackage
package uart_pkg;
    function integer clog2;
    input integer value;
    begin
    value = value-1;
    for (clog2=0; value>0; clog2=clog2+1)
    value = value>>1;
    end
    endfunction
    parameter CLK_RATE   = 100_000_000;
    parameter BAUD_RATE  = 19200;
endpackage
`timescale 1ns / 1ps
module hbTest #(parameter OUTPUT_WIDTH = 16, parameter INCVAL_MULTIPLIER = 3)(input clk, input clr, input inc, input [7:0] incVal, input dec, input [7:0] decVal, output reg [OUTPUT_WIDTH - 1:0] q);
    always @(posedge clk)
    begin
        if(clr == 1'b1)
        begin
            q <= 0;
        end
        else if(inc == 1'b1)
        begin
            q <= q + {{8{incVal[7]}}, incVal[7:0]} * INCVAL_MULTIPLIER;
        end
        else if(dec == 1'b1)
        begin
            q <= q - {{8{decVal[7]}}, decVal[7:0]};
        end
        else
        begin
            q <= q;
        end
    end
endmodule
[./run.sh]
#!/bin/bash
# OpenROAD 26Q1-2900-gdf79404cd8, Yosys 0.63+post, stock flow scripts
make -C /OpenROAD-flow-scripts/flow DESIGN_CONFIG=/design/flow/config.mk WORK_HOME=/design/flow/orfs finish
[./config.mk]
export PLATFORM = sky130hd
export DESIGN_NAME = hbTest
export DESIGN_NICKNAME = hbTest
export VERILOG_FILES = /design/flow/design.v
export SDC_FILE = /design/flow/constraint.sdc
export NUM_CORES = 4
export LEC_CHECK = 1
export CORE_UTILIZATION = 30
[./constraint.sdc]
current_design hbTest

set clk_period 6.5
set clk_io_pct 0.2

create_clock -name clk0 -period $clk_period [get_ports {clk}]

set non_clock_inputs [all_inputs -no_clocks]
set_input_delay [expr $clk_period * $clk_io_pct] -clock clk0 $non_clock_inputs
set_output_delay [expr $clk_period * $clk_io_pct] -clock clk0 [all_outputs]
==> qor.csv <==
stage;metric;value;unit
finish;largest_register_ffs;16;
critical_path;path_delay_family;AND-OR/OR-AND gates;
synth;ys_seq_share;14.5;%
timing;period_minus_slack;4.12;ns
timing;final_hold_viol_count;0;
timing;skew;0.00415;ns
route;route.antenna.diode_count;0;
cts;cts_max_level;1;
timing;maxSlewViolCount;0;
critical_path;crit_required;6.66;ns
global_route;grt_pass1_wl;8570;um
synth;synth_flop_count;16;
finish;fill_cells;702;
route;drc;0;
cts;root_buffer;clkbuf_8;
finish;final_cell_area;0.00271;sq mm
critical_path;cp_data_arrival_time;4.28;ns
cts;post-cts-setup-buffers;0;
place;dpl_cell_area;0.00266;sq mm
critical_path;crit_type;input port to flop;
floorplan;die_x;87.8;um
synth;ys_sh_simple;13.7;%
power;p_leak;0.00117;uW
worst_hold_path;hold_path_class;flop to flop;
critical_path;ff2ff_setup_slack;3.61;ns
synth;synth_top_cell_by_count;ha_1;
critical_path;cp-startpoint;incVal[7];
synth;avgSynthCellArea;8.24;sq um
place;place_ws;2.11;ns
power;max-vdd-ir-drop;0.0836;mV
critical_path;critPathMaxStageDelay;0.69;ns
global_route;grt_max_degree;33;
synth;yosys-stat-area;0.00221;sq mm
place;hpwl;4200;um
synth;top_area_share;17.0;%
synth;ys_top_logic_family;AND-OR/OR-AND gates;
finish;reg.largest.list;q x16;
place;portBuffers;35;
cts;cts.clk_slew.worst_paths;0.06;ns
global_route;antenna_found_initial;0;
synth;synthCells;268;
floorplan;fp_util;31.8;%
cts;hold_buffers;0;
place;place.gp.congestion;0.840;
synth;muxShareOfSynthArea;3.34;%
cts;cts_buffers;3;
worst_hold_path;hold_path.startpoint;q[10];
finish;area_delta_synth_final;22.5;%
route;drtIter0Drc;139;
critical_path;startpoint_type;input port;
synth;synth_cell_type_count;46;
cts;cts_resized;0;
synth;ys_sh_aoi;29.7;%
global_route;grt_pass1_vias;1796;
critical_path;crit_buf_inv;1;
timing;finalSetupViolations;0;
floorplan;fp.dieH;87.8;um
cts;tritoncts;built;
floorplan;core_area;0.00694;sq mm
timing;final.setup.worst_slack;2.38;ns
power;p_per_area;325;mW/mm^2
cts;cts.sinks;16;
route;route.final.wire_length;5090;um
critical_path;cp_max_fo;8;
route;wire_per_inst;12.8;um
synth;adder_share;25.2;%
critical_path;worst_setup_path_end_kind;flop;
timing;worst_pin_slew;0.643;ns
critical_path;slowest_stage;clkdlybuf4s50_1;
synth;synth_area;0.00221;sq mm
run;maxCapViolations;0;
route;dr.pass1.iters;4;
global_route;grt_remaining_overflow;0;
timing;fin_crit_sh;63.3;%
timing;maxSlewHeadroom;57.0;%
synth;synthArstFlopShare;0;%
synth;yosys_most_used_dff;dfxtp_1;
global_route;grt_util_all_layers;14.0;%
floorplan;fp-row-count;30;
run;warning_count;25;
synth;synth-edff-count;0;
floorplan;dieArea;0.00771;sq mm
synth;largest_area_cell;ha_1;
cts;cts_max_path_buffers;2;
timing;rsz0062_at_grt;false;
synth;synth.area.top_cells;ha_1 (17%), dfxtp_1 (15%), fa_1 (8.2%), xnor2_1 (6.3%), a21oi_1 (5.9%);
route;ant_nets;0;
synth;yosys_warnings;1;
timing;tns;0;ns
synth;xor_share;8.73;%
floorplan;io-pin-count;36;
finish;max_flop_register;q;
synth;yosys_cells;268;
timing;fmax;243;MHz
cts;clock_latency;0.24;ns
critical_path;path_cells;clkdlybuf4s50_1 > fa_1 > ha_1 > a2111oi_2 > o21ai_1 > a221oi_2 > a21boi_0 > xnor2_1 > a211oi_1;
route;route.vias.total;1983;
status;status;finished clean;
route;vias_per_cell;5.01;
critical_path;r2r-start;q[1];
finish;drive_above_1_share;5.33;%
synth;common_cells;ha_1 (30), a21oi_1 (26), inv_1 (21), nor2_1 (20);
==> final timing paths <==
kind                              end  cells past startpoint
worst max register to register  q[15]                     11
worst min register to register  q[10]                      2
worst max-delay path            q[12]                      9
worst min-delay path            q[10]                      2
==> report_power, final <==
group          internal (uW)  switching (uW)  leakage [uW]
combinational            321             319       0.00102
clock                   41.0            31.5     0.0000216
sequential               126            39.9      0.000133
total                    489             391       0.00117
==> layer usage <==
| metal | GRT usage (%) | share of wire (%) |
|---|---|---|
| met1 | 23.3 | 55 |
| met3 | 0.763 | 1.8 |
| met2 | 20.6 | 42 |
| met4 | 2.09 | 1.2 |
| met5 | 0 | 0 |
==> worst register-to-register path, cell delays in order (launching register included) <==
cell and delay, ns:
dfxtp_1 0.38, fa_1 0.51, ha_1 0.17, inv_1 0.05, fa_1 0.39, nor2b_1 0.12, o21ai_0 0.10, a21oi_1 0.23
o21ai_0 0.18, o31ai_1 0.33, mux2i_1 0.12, nor4b_1 0.23
==> cells by family (layout without fill, tap and decap cells) <==
| family | after synthesis | after routing |
|---|---|---|
| muxes | 7 | 7 |
| AOI/OAI and AO/OA | 93 | 93 |
| adders and majority gates | 39 | 39 |
| and+or+nand+nor | 62 | 62 |
| buffers and inverters | 29 | 61 |
| xor gates and xnor gates | 22 | 22 |
| DFF | 16 | 16 |
==> layout by cell type, fill, tap and decap left out, types with 2 or more instances in the layout <==
master,count
clkdlybuf4s50_1,35
ha_1,30
a21oi_1,26
inv_1,21
nor2_1,20
xnor2_1,16
dfxtp_1,16
nand2_1,14
a211oi_1,11
a21o_1,11
o21ai_0,10
fa_1,9
xor2_1,6
nand2b_1,5
a221oi_1,5
nor2b_1,5
mux2i_1,4
o211ai_1,4
nand4_1,3
nand3_1,3
o21a_1,3
a21boi_0,3
o31ai_1,3
o21bai_1,3
clkbuf_8,3
a2111oi_2,2
o21ai_1,2
a221oi_2,2
or2_2,2
mux2_2,2
nor3_1,2
or3_1,2
nor4_1,2
buf_4,2
==> final cells by class <==
cell class	count	area, sq um	share of cell area, %
repair buffers	37	365	13.5
flip-flops and latches	16	320	11.8
inverters	21	78.8	2.91
multi-input cells	223	1780	65.8
well taps	96	120	4.44
clock buffers	3	41.3	1.53
==> per-stage QoR <==
step           cells  util, %  hold WS (ns)  power (uW)
4_1_cts          396     39.0         0.631         884
3_3_place_gp     393     38.4         0.606         805
5_1_grt          396     39.0         0.637         974
3_5_place_dp     393     38.4         0.620         806
6_report         396     39.0         0.630         879
2_1_floorplan    268        -         0.538         632
Power figures rest on the tool's default switching activity, not on a simulated workload.
