===== flow/run.sh =====
#!/bin/bash
# OpenROAD 26Q1-2900-gdf79404cd8, Yosys 0.63+post, stock flow scripts
make -C /OpenROAD-flow-scripts/flow DESIGN_CONFIG=/design/flow/config.mk WORK_HOME=/design/flow/orfs finish

===== flow/constraint.sdc =====
current_design Reciever_Core

set clk_period 3.0
set clk_io_pct 0.2

create_clock -name clk0 -period $clk_period [get_ports {clk}]

set non_clock_inputs [all_inputs -no_clocks]
set_input_delay [expr $clk_period * $clk_io_pct] -clock clk0 $non_clock_inputs
set_output_delay [expr $clk_period * $clk_io_pct] -clock clk0 [all_outputs]

===== flow/config.mk =====
export PLATFORM = sky130hd
export DESIGN_NAME = Reciever_Core
export DESIGN_NICKNAME = Reciever_Core
export VERILOG_FILES = /design/flow/design.v
export SDC_FILE = /design/flow/constraint.sdc
export NUM_CORES = 4
export LEC_CHECK = 1
export CORE_AREA = 10 10 100 100
export DIE_AREA = 0 0 110 110

===== flow/design.v =====
package uart_pkg;
    function integer clog2;
    input integer value;
    begin
    value = value-1;
    for (clog2=0; value>0; clog2=clog2+1)
    value = value>>1;
    end
    endfunction
    parameter CLK_RATE   = 100_000_000;
    parameter BAUD_RATE  = 19200;
endpackage
package uart_pkg;
    function integer clog2;
    input integer value;
    begin
    value = value-1;
    for (clog2=0; value>0; clog2=clog2+1)
    value = value>>1;
    end
    endfunction
    parameter CLK_RATE   = 100_000_000;
    parameter BAUD_RATE  = 19200;
endpackage
`timescale 1ns / 1ps
module Reciever_Core(
    input  wire clk,
    input  wire rst_n,
    input  wire rx,
    output reg rec_data,
    output reg err_data,
    output reg rx_busy,
    output wire[7:0] data_rx
    );
    function integer clog2;
    input integer value;
    begin
    value = value-1;
    for (clog2=0; value>0; clog2=clog2+1)
    value = value>>1;
    end
    endfunction
    parameter CLK_RATE   = 100_000_000;
    parameter BAUD_RATE  = 19200;
    localparam BIT_COUNTER_MAX_VAL = CLK_RATE/BAUD_RATE/16 - 1;
    localparam BIT_COUNTER_BITS = clog2(BIT_COUNTER_MAX_VAL);
    parameter POWERUP  = 3'b000;    
    parameter IDLE     = 3'b001;    
    parameter STRT     = 3'b010;    
    parameter DATAREAD = 3'b011;    
    parameter PARITY   = 3'b100;   
    parameter STP      = 3'b101;
    reg [2:0] state,state_next;
    reg [BIT_COUNTER_BITS-1:0] bit_timer;
    wire [BIT_COUNTER_BITS-1:0] bit_timer_next;
    reg [7:0] data,data_next;
    reg [3:0] stime,stime_next;
    reg [2:0] dtime,dtime_next;
    reg rx_reg;
    reg parity_reg;
    reg parity_reg_next;
    wire pulse;
    always @ (posedge clk, negedge rst_n)
    begin
        if (rst_n==1'b0) 
        begin
            state <= POWERUP;
            data <= 0;
            stime <= 0;
            dtime <= 0;
            bit_timer <= 0;
            parity_reg <= 0;
            rx_reg <= 0;
        end
        else if (clk==1'b1) 
        begin
            state <=state_next;
            data <= data_next;
            stime <= stime_next;
            dtime <= dtime_next;
            bit_timer <= bit_timer_next;
            parity_reg <= parity_reg_next;
            rx_reg <= rx;
        end
    end
    always @ (state,pulse,stime,dtime,data,rx_reg,parity_reg)
    begin
        rx_busy = 1'b1;
        rec_data = 1'b0;
        err_data = 1'b0;
        state_next = state;
        stime_next = stime;
        dtime_next = dtime;
        data_next = data;
        parity_reg_next = parity_reg;
        case(state)
            POWERUP:
                if (rx_reg==1'b1)
                    state_next = IDLE;
            IDLE: begin
                rx_busy = 0;
                if( rx_reg==1'b0)
                    state_next = STRT;  
            end
            STRT: begin
                if (pulse == 1'b1)
                    if (stime == 4'b0111)
                    begin
                        stime_next = 0;
                        dtime_next = 0;
                        parity_reg_next = 1'b1;
                        state_next = DATAREAD;
                    end
                    else
                        stime_next = stime + 1;
            end
            DATAREAD : begin
                if (pulse == 1'b1)
                    if (stime == 4'b1111)
                    begin
                        stime_next = 0;
                        data_next = {rx_reg,data[7:1]};
                        parity_reg_next = parity_reg ^ rx_reg;
                        if (dtime == 3'b111)
                        begin
                            dtime_next = 0;
                            state_next = PARITY;
                        end
                        else
                            dtime_next = dtime + 1;
                    end
                    else
                        stime_next = stime + 1;
            end
            PARITY: begin
               if (pulse == 1'b1)
                 if (stime == 4'b1111)
                 begin
                     stime_next = 0;
                     parity_reg_next = parity_reg ^ rx_reg;
                     state_next = STP;
                 end
                 else
                     stime_next = stime + 1;
            end
            STP: begin
               if (pulse == 1'b1)
                 if (stime == 4'b1111)
                 begin
                     stime_next = 0;
                     if (rx_reg == 1'b1) 
                     begin
                        rec_data = !parity_reg;
                        err_data = parity_reg;
                        state_next = IDLE;
                     end
                     else
                     begin
                        err_data = 1'b1;
                        state_next = IDLE;
                     end
                 end
                 else
                     stime_next = stime + 1;
            end
            default: state_next = POWERUP;
        endcase
    end
 assign bit_timer_next = (bit_timer == BIT_COUNTER_MAX_VAL) ? 0 : (bit_timer+1);
 assign pulse = (bit_timer == BIT_COUNTER_MAX_VAL) ? 1'b1 : 0;
 assign data_rx = data;
endmodule

==> run_results.csv <==
group,metric,value,unit
floorplanning,die_area,12100,um^2
final_timing,max_slew.worst_pin.slew,0.483,ns
detailed_routing,vias,1033,
clock_tree,h-tree-depth,2,
synth,ys_sh_aoi,7.71,%
synth,yosysWarningCount,1,
synth,ys_cells,138,
global_routing,overflow,0,
synth,top_cells_by_area,"dfrtp_1 49%, ha_1 5.6%, mux2_2 4.3%",
synth,ys_types,39,
power,design_power_total,895,uW
layout,seq_area,802,um^2
final_timing,fin_skew,0.00780,ns
final_timing,fin_ws,0.106,ns
clock_tree,cts_root_buffer,"clkbuf_8",
synth,top_logic_kind,"simple AND/OR/NAND/NOR gates",
floorplanning,io-pin-count,14,
worst_setup_path,reg2regPathDepth,6,
final_timing,finalClockPeriodUsage,96.5,%
floorplanning,fp-row-count,32,
synth,ys_sh_simple,20.7,%
floorplanning,initCoreUtil,20.2,%
detailed_routing,diodes,0,
worst_hold_path,hold_depth,1,
final_timing,fin_tns_setup,0,ns
synth,syn_avg_cell_area,11.4,um^2
global_routing,antenna_found_initial,0,
synth,edf_count,0,
global_routing,grt_start_max_net_pins,33,
worst_setup_path,end_kind,"output pin",
placement,place_ws,0.316,ns
floorplanning,die_height,110,um
detailed_routing,initialDrtViolationCount,51,
global_routing,grt_use_total,4.90,%
floorplanning,fp.dieW,110,um
outcome,status,"finished clean",
synth,ys_async_sr_fraction,100,%
global_routing,grt_pass1_vias,1007,
layout,top_register,"bit_timer",
run,tool_warnings,27,
synth,synth_top_area_share,49.3,%
layout,combGateArea,741,um^2
placement,place_congestion,0.796,
global_routing,grt_pass1_wl,4880,um
worst_setup_path,rr_startpoint,"bit_timer[0]$_DFF_PN0_",
worst_setup_path,cp.required,2.40,ns
clock_tree,cts_tree,"yes",
worst_setup_path,r2r_end,"data[1]$_DFFE_PN0P_",
clock_tree,cts_buffers,5,
final_timing,hold_viol,0,
detailed_routing,viasPerCell,3.97,
synth,yosysTopAreaCell,"dfrtp_1",
synth,adder_share,5.56,%
clock_tree,clk_pin_slew_worst_paths,0.06,ns
synth,top_cell,"dfrtp_1",
detailed_routing,wl,2840,um
clock_tree,clock_path_buffers,2,
power,worst_ir_drop_vdd,311,uV
final_timing,setup_viol,0,
clock_tree,clk_latency,0.29,ns
worst_setup_path,crit_type,"flip-flop to output pin",
worst_setup_path,arrival,2.29,ns
final_timing,grt_setup_unrepaired,"no",
power,p_per_area,456,nW/um^2
worst_setup_path,worst-path-max-fanout,6,
synth,synthXorXnorAreaFrac,5.01,%
placement,port_buffers,13,
layout,areaGrowthSynthToFinish,24.6,%
worst_hold_path,min_from,"bit_timer[0]$_DFF_PN0_",
floorplanning,core,7810,um^2
detailed_routing,drc,0,
synth,syn_area,1570,um^2
placement,dp.final_hpwl,1990,um
final_timing,fmax,0.345,GHz
final_timing,maxSlewHeadroom,67.5,%
worst_setup_path,worst_setup_path_start_kind,"flip-flop",
detailed_routing,wl_per_cell,10.9,um
detailed_routing,ant_nets,0,
worst_setup_path,r2r_slack,1.18,ns
synth,synth_flops,32,
run,cap_violations,0,
clock_tree,clock_sinks,32,
layout,drive_above_1_share,15.8,%
final_timing,period_needed,2.89,ns
final_timing,finalMaxSlewViolations,0,
synth,synthCells,138,
power,power.leakage,0.000848,uW
layout,post-route-util,25.1,%
synth,ff_type,"dfrtp_1",
synth,ys_seq_share,51.0,%
layout,reg_top3,"bit_timer (9), data (8), state (6)",
layout,largest_register_ffs,9,
worst_hold_path,min_path_type,"flip-flop to flip-flop",
synth,mux_share,8.03,%
worst_hold_path,min_to,"bit_timer[0]$_DFF_PN0_",
layout,fill_cells,815,
final_timing,whs,0.481,ns
synth,synth_chip_area,1570,um^2
synth,synth.cells.most_frequent,"31 x dfrtp_1, 9 x nor2_1, 9 x o21ai_0",
clock_tree,cts.hold.buffers_added,0,
detailed_routing,drt_first_pass_iters,4,
area by class of cell:
type | instances | share of cell area, %
well taps | 102 | 6.51
clock inverters | 1 | 1.53
flip-flops and latches | 32 | 40.9
inverters | 5 | 0.957
repair buffers | 15 | 7.40
clock buffers | 7 | 4.91
multi-input cells | 98 | 37.8
where the power goes:
group / switching (uW) / internal [uW] / total [uW]
logic: 8.87 / 3.68 / 12.5
clock network: 156 / 293 / 449
registers: 1.20 / 432 / 433
total: 166 / 729 / 895
per-stage QoR:
step / instance area (um^2) / std cells
after floorplan: 1570 / 138
after global placement: 1830 / 251
after detailed placement: 1830 / 251
after CTS: 1950 / 259
after global routing: 1960 / 260
final: 1960 / 260
worst max path at each step:
stage                 startpoint       end  cells past startpoint
6_report  bit_timer[3]$_DFF_PN0_  rec_data                      5
5_1_grt   bit_timer[3]$_DFF_PN0_  rec_data                      5
4_1_cts   bit_timer[3]$_DFF_PN0_  rec_data                      5
logic make-up (layout without fill, tap and decap cells):
| kind of cell | after synthesis | after routing |
|---|---|---|
| AND/OR/NAND/NOR | 49 | 49 |
| flip-flops | 32 | 32 |
| AND-OR/OR-AND | 22 | 22 |
| multiplexers | 11 | 11 |
| XOR/XNOR | 9 | 9 |
| buffers and inverters | 8 | 28 |
| adder cells (fa/ha/maj) | 7 | 7 |
worst max-delay path: stages, from the launching register on:
cell	delay (ns)
dfrtp_1	0.45
or4b_4	0.59
nor3_4	0.18
and2_1	0.17
and3_1	0.16
clkdlybuf4s50_1	0.47
layout by cell type (no fill, tap or decap), drive strengths merged, types with 2 or more instances in the layout:
| cell | count |
|---|---|
| and2 | 2 |
| ha | 7 |
| o21ai | 11 |
| xor2 | 3 |
| and3 | 4 |
| clkbuf | 7 |
| inv | 5 |
| nor4 | 3 |
| nand2 | 8 |
| buf | 2 |
| dfrtp | 31 |
| a21oi | 5 |
| nor2b | 2 |
| nor2 | 10 |
| nand3 | 7 |
| nand2b | 2 |
| mux2 | 10 |
| clkdlybuf4s50 | 13 |
| a31oi | 4 |
| xnor2 | 6 |
| nor3 | 3 |
routing by layer:
layer  global-route usage [%]  share of wire (%)
met1                     7.18                 50
met2                     6.77                 43
met3                     2.17                5.7
met4                    0.465                1.0
met5                        0                  0
timing repair:
item | 4_1_cts | 5_1_grt
buffers inserted | 0 | 1
endpoints found under the setup margin | 0 | 2
gates resized | 0 | 0
Power is estimated from default activity; no workload was simulated.
